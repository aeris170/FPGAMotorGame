**/design/flow/config.mk**
```make
export PLATFORM = sky130hd
export DESIGN_NAME = pseudoRandomNumberGenerator
export DESIGN_NICKNAME = pseudoRandomNumberGenerator
export VERILOG_FILES = /design/flow/design.v
export SDC_FILE = /design/flow/constraint.sdc
export NUM_CORES = 4
export LEC_CHECK = 1
export CORE_AREA = 10 10 70 70
export DIE_AREA = 0 0 80 80
```
**/design/flow/constraint.sdc**
```tcl
current_design pseudoRandomNumberGenerator

set clk_period 1.0
set clk_io_pct 0.2

create_clock -name clk0 -period $clk_period [get_ports {clk}]

set non_clock_inputs [all_inputs -no_clocks]
set_input_delay [expr $clk_period * $clk_io_pct] -clock clk0 $non_clock_inputs
set_output_delay [expr $clk_period * $clk_io_pct] -clock clk0 [all_outputs]
```
**/design/flow/design.v**
```verilog
module LSFR(output logic [15:0]Q, input logic clk, input logic reset);
    always_ff @(posedge clk) begin
        if(reset)
            Q <= 16'b1111111111111111;
        else
            Q <= {Q[14], Q[13], Q[12], Q[11], Q[10], Q[9], Q[8], Q[7], Q[6], Q[5], Q[4], Q[3], Q[2], Q[1], Q[0], (Q[15] ^ Q[14] ^ Q[12] ^ Q[3])};
    end
endmodule
module pseudoRandomNumberGenerator(output logic [3:0] movement, input logic clk, reset);
    logic [15:0] Q;
    LSFR random1(Q, clk, reset);
    assign movement = Q[15:12];
endmodule
```
**/design/flow/run.sh**
```bash
#!/bin/bash
# OpenROAD 26Q1-2900-gdf79404cd8, Yosys 0.63+post, stock flow scripts
make -C /OpenROAD-flow-scripts/flow DESIGN_CONFIG=/design/flow/config.mk WORK_HOME=/design/flow/orfs finish
```
==> ci_impl_report.md <==
## PnR job results

| Metric | Value |
|---|---|
| Port Buffers | `5` |
| # rows | `21` |
| Clk_skew | `0.00551 ns` |
| Worst slew margin | `0.758` |
| Slew @ Worst Pin | `0.362 ns` |
| Reg2reg setup slack | `0.03 ns` |
| RSZ-0062 raised after global routing | `no` |
| Die Span Y | `80 um` |
| Met2 Usage GRT | `0.0136` |
| Worst path arrival time | `1.14 ns` |
| Max_cap viols | `0` |
| Synth Seq Share | `0.656` |
| Post-synthesis cell area | `488 um^2` |
| Antenna violation net count after detailed routing | `0` |
| Placer Congestion | `0.645` |
| CTS tree | `done` |
| HP Class | `input port to flip-flop` |
| XOR Share, Synth | `0.0538` |
| Max-area cell share | `0.656` |
| Crit path from | `random1.Q[14]$_SDFF_PP1_` |
| Clk ins delay skew pair | `0.28 ns` |
| Largest net degree at the start of global routing | `17` |
| Ant diodes | `0` |
| Cell type with the largest total area | `dfxtp_1` |
| Core Util at FP | `0.143` |
| H-tree depth | `1` |
| Largest regs | `random1.Q: 16 flops` |
| DRT iter0 DRCs | `25` |
| Mapped Avg Cell Area | `12.2 um^2` |
| Max VDD drop | `0.000706 V` |
| Worst EP required | `1.17 ns` |
| Yosys Warn Count | `1` |
| Share of layout cells above drive strength 1 | `0.500` |
| Avg WL per Cell | `6.86 um` |
| Worst-path fanout max | `2` |
| Area reported by Yosys stat | `488 um^2` |
| Tool warnings | `25` |
| GR Util met3 | `0.0227` |
| Synth Area in Simple Gates | `0.205` |
| Pwr/cell area | `1780 nW/um^2` |
| IO Pins | `6` |
| DR vias/cell | `2.59` |
| Top reg by flops | `random1.Q` |
| Total GRT Usage | `0.0198` |
| P_leak | `0.214 nW` |
| Post-CTS Hold Fix Bufs | `0` |
| Hold WS | `0.380 ns` |
| CTS Buf Count | `3` |
| Overall power | `1.08 mW` |
| Logic family by area | `simple AND/OR/NAND/NOR gates` |
| Post-route non-filler standard cell count | `92` |
| TritonCTS Sinks | `16` |
| Die X | `80 um` |
| Via count | `238` |
| Yosys cell count | `40` |
| Fa+ha+maj area frac | `0` |
| Tcrit/Tclk final | `0.968` |
| Maximum root-to-sink buffer count | `2` |
| Mux share | `0` |
| # DRC | `0` |
| Gr ovfl total | `0` |
| Cells after Synth | `40` |
| Reg-to-Reg Start | `random1.Q[14]$_SDFF_PP1_` |
| Fmax | `1030 MHz` |
| Fin crit period | `0.968 ns` |
| Final hold vios | `0` |
| Global-route wire length before repair | `959 um` |
| Setup violators final | `0` |
| Critical Path Start Type | `flip-flop` |
| Aoi share | `0` |
| Initial antenna violation count | `0` |
| Setup CP Type | `flip-flop to flip-flop` |
| Area growth syn-to-layout | `23.8%` |
| Crit path capture type | `flip-flop` |
| Area contributors post-synth | `dfxtp_1, or2_2, or2_1` |
| Outcome | `finished, final reports clean` |
| TritonRoute pass-1 iters | `3` |
| GR peak layer | `met1` |
| Setup bufs post-CTS | `0` |
| Final Max-Slew Violation Tally | `0` |
| Max reg flops | `16` |
| WL final | `631 um` |
| Netlist cell types | `8` |
| Min-Delay Startpoint | `reset` |
| Met1 Use GR | `0.0299` |
| Core area | `3420 um^2` |
| Placed insts | `88` |
| Root buf cell | `clkbuf_4` |
| Die Area | `6400 um^2` |
| Vias in the first global route | `186` |
| Clock transition at the registers of the reported paths | `0.09 ns` |
| #FFs+latches synth | `16` |
cells in the final DEF (no fill, tap or decap):
cell | synthesis | final
xor2_2 | 0 | 1
nand2b_1 | 1 | 1
clkbuf_4 | 0 | 3
buf_2 | 0 | 1
clkbuf_2 | 0 | 3
xnor2_1 | 1 | 1
buf_6 | 1 | 1
xor2_1 | 2 | 1
clkbuf_8 | 0 | 1
buf_4 | 4 | 1
or2_2 | 8 | 8
or2_1 | 7 | 7
dfxtp_1 | 16 | 12
dfxtp_2 | 0 | 4
dlymetal6s2s_1 | 0 | 1
layer usage:
metal,share of wire,up-vias
met2,0.31,7
met3,0.12,2
li1,-,126
met1,0.53,103
met4,0.032,0
met5,0,-
path summary, 6_finish.rpt:
check	end	cells past startpoint
max reg2reg	random1.Q[0]$_SDFF_PP1_	4
max	random1.Q[0]$_SDFF_PP1_	4
min reg2reg	random1.Q[10]$_SDFF_PP1_	1
min	random1.Q[0]$_SDFF_PP1_	2
power by group:
part	switching [mW]	internal [mW]
clock	0.189	0.221
sequential	0.00210	0.645
combinational	0.00851	0.00895
total	0.199	0.876
cell usage after synthesis:
| cell | number |
|---|---|
| buf_4 | 4 |
| buf_6 | 1 |
| xor2_1 | 2 |
| xnor2_1 | 1 |
| or2_1 | 7 |
| or2_2 | 8 |
| nand2b_1 | 1 |
| dfxtp_1 | 16 |
final cells by class:
class | instances | area, um^2
timing repair buffer | 7 | 51.3
fill | 388 | 2810
sequential | 16 | 325
tap | 46 | 57.6
clock buffer | 4 | 36.3
multi-input combinational | 19 | 134
worst max-delay path: stages (launching register included):
cell	delay, ns
dfxtp_2	0.33
buf_6	0.11
xor2_2	0.16
xnor2_1	0.18
nand2b_1	0.07
per-stage QoR:
| stage | worst slack (ns) | util | instance area, um^2 | TNS (ns) |
|---|---|---|---|---|
| after floorplan | 0.204 | - | 488 | 0 |
| after global placement | -0.245 | 0.167 | 569 | -3.31 |
| after detailed placement | -0.276 | 0.167 | 569 | -3.71 |
| after CTS | 0.00370 | 0.177 | 606 | 0 |
| after global routing | 0.00982 | 0.177 | 604 | 0 |
| final | 0.0323 | 0.177 | 604 | 0 |
cell families after synthesis:
kind of cell / count (synthesis)
flip-flops: 16
AND/OR/NAND/NOR: 16
buffers and inverters: 5
XOR/XNOR: 3
what timing repair did:
action                     CTS  global route
pin swaps                    0             1
setup endpoints to repair    4            12
gates resized               13             6
Power is estimated from default activity; no workload was simulated.
