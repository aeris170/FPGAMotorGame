==> /design/flow/design.v <==
module scoreUpdater(output logic [3:0] score, input logic clk, isPressed, reset, result);
    always_ff @(posedge clk) begin
        if(reset) 
            score <= 4'b0000;
        else if(isPressed == 1 && result == 1 && score < 4'b1001) 
            score <= score + 1;
        else if(isPressed == 1 && result == 0 && score > 4'b0000)
            score <= score - 1;
    end
endmodule
==> /design/flow/run.sh <==
#!/bin/bash
# OpenROAD 26Q1-2900-gdf79404cd8, Yosys 0.63+post, stock flow scripts
make -C /OpenROAD-flow-scripts/flow DESIGN_CONFIG=/design/flow/config.mk WORK_HOME=/design/flow/orfs finish
==> /design/flow/config.mk <==
export PLATFORM = sky130hd
export DESIGN_NAME = scoreUpdater
export DESIGN_NICKNAME = scoreUpdater
export VERILOG_FILES = /design/flow/design.v
export SDC_FILE = /design/flow/constraint.sdc
export NUM_CORES = 4
export LEC_CHECK = 1
export CORE_AREA = 10 10 70 70
export DIE_AREA = 0 0 80 80
==> /design/flow/constraint.sdc <==
current_design scoreUpdater

set clk_period 1.9
set clk_io_pct 0.2

create_clock -name clk0 -period $clk_period [get_ports {clk}]

set non_clock_inputs [all_inputs -no_clocks]
set_input_delay [expr $clk_period * $clk_io_pct] -clock clk0 $non_clock_inputs
set_output_delay [expr $clk_period * $clk_io_pct] -clock clk0 [all_outputs]
==> summary.txt <==
This memo summarizes the results of the implementation run.

Status
The flow ran to the end, and the final reports show no timing, DRC or antenna violations.

Final layout
The flip-flop count of the largest register after layout is 4. The highest-count logic cell in the final layout is sky130_fd_sc_hd__buf_4. The top cell types in the final layout, fill and taps aside, are 6 x sky130_fd_sc_hd__buf_4, 5 x sky130_fd_sc_hd__clkdlybuf4s50_1, 4 x sky130_fd_sc_hd__nor2_1. The largest registers in the layout are score x4. More flip-flops sit in one register than any other, and that register is score.

Per the final layout report, the fraction of cells sized above drive strength 1 comes to 32.7%. The finished cells cover 528 sq um. Between the synthesized netlist and the finished layout, the area growth was recorded as 62.9%. The sequential cell area is 83.8 sq um.

The area of combinational cells with multiple inputs is 240 sq um. Per the layout report, the design carries 400 filler cells.

Yosys
The total number of yosys warnings is 1. Synthesis produced 33 cells. Synthesis instantiated 20 different standard cells from the library.

Ranked by total cell area, the synthesized netlist is headed by sky130_fd_sc_hd__dfxtp_1 25%, sky130_fd_sc_hd__ha_1 7.7%, sky130_fd_sc_hd__o211ai_4 6.6%. Looking at area per cell type in the netlist, the leader is sky130_fd_sc_hd__dfxtp_1. Per the synth log, the flip-flop and latch total comes to 4. The count of instantiated cells in the yosys netlist is 33. The combined area of all synthesized cells is 324 sq um. Of the post-synthesis cell area, the dominant cell type holds 24.7%. The chip area line in the Yosys stat output reads 324 sq um. A synthesized cell averages 9.82 sq um.

The share of the Yosys chip area taken by registers is 24.7%.

Timing
The last timing report of the flow puts the setup violation total at 0. Per the final report, max-transition violations number 0. For the pin with the worst max-slew slack, the measured transition is 0.228 ns. Of the available clock period, the critical path in the final layout requires 92.9%. The number of hold violations in the final report is 0.

The maximum clock frequency is 0.566 GHz. The worst clock skew is 0.00523 ns. Setup repair after global routing left no endpoint under its margin. The clock period could shrink to 1.77 ns. The final critical-path setup slack is 0.134 ns.

The max-slew headroom at the worst pin is 84.7%.

Routing
The number of vias in the routed layout is 311. The average wire per cell in the routed design is 8.69 um. The number of vias per cell is 3.27. The DRC marker count from the first detailed-route iteration is 41. The antenna diode count is 0.

The count of nets left with antenna violations once routing finished came out at 0. The final wirelength is 826 um. The number of detailed-routing iterations run before antenna repair is 4. The routed layout reports a DRC error count of 0.

Clocking
Counting the buffers created by CTS gives 3. Per the post-CTS timing run, clock transition at the registers of the reported paths is 0.04 ns. At the later pin of the worst-skew pair, clock insertion delay measures 0.24 ns. The tree is rooted in a sky130_fd_sc_hd__clkbuf_4. The count of H-tree levels built during CTS is 1. The maximum count of clock buffers along a single path is 2. The number of clock sinks seen by CTS is 4.

TritonCTS built the clock tree.

Job
The number of max-capacitance violations reported is 0. The tool warning count is 25.

Worst setup path
The endpoint identified for the worst register-to-register timing path is score[3]$_SDFFE_PP0P_. The setup slack of the worst register-to-register path is 0.13 ns. Per the timing report, the biggest fanout along the worst path comes to 4.

The number of cell instances on the worst register-to-register path is 7. Per the timing report, the most critical flop-to-flop path originates at score[0]$_SDFFE_PP0P_. Looking at the setup timing report, the critical path kind is flip-flop to flip-flop. The worst setup path is captured at a flip-flop. The OpenROAD report gives the critical path a data arrival time of 1.94 ns.

The startpoint type of the worst setup path is a flip-flop. The data required time reported for the critical path is 2.07 ns.

Pwr
The standby leakage power is 0.215 nW. The worst voltage drop across the vdd grid is 0.000326 V. The script computed a power per unit cell area of 1490 nW/um^2.

GRT
Global routing used 2.74% of the available tracks across all layers. The largest net degree at the start of global routing is 8. The global-route wire length before repair is 1.35 mm. The via count of the first global-routing pass is 272. Global routing finished with a remaining overflow of 0. The number of antenna violations at the first check in global routing is 0.

Floorplanning
The chip footprint is 6400 sq um. The floorplan report gives the top-level pin count as 8. The report lists the number of standard-cell rows as 21. According to the floorplan report, the die width is 80 um. The floorplan step defined a core boundary enclosing 3420 sq um. The starting density of the core is 9.49%. The die is 80 um tall.

Placed design
The count of buffers added on input and output ports is 7. At the end of routability-driven placement, the weighted congestion stood at 0.650. Prior to clock tree synthesis, the placed netlist has a worst setup slack of -0.198 ns. The post-placement cell area is 489 sq um. The detailed placement HPWL is 654 um.

Worst hold path
The path with the worst hold slack has its endpoint at score[2]$_SDFFE_PP0P_. The path class of the lowest-slack min-delay path is flip-flop to flip-flop. The cell depth of the worst min-delay path is 2. The start point of the worst min-delay path is score[2]$_SDFFE_PP0P_.
[worst max path at each step]
stage	end	from
6_report	score[3]$_SDFFE_PP0P_	score[0]$_SDFFE_PP0P_
4_1_cts	score[3]$_SDFFE_PP0P_	result
5_1_grt	score[3]$_SDFFE_PP0P_	score[2]$_SDFFE_PP0P_
[stage by stage]
| step | util (%) | power, mW | setup TNS, ns | hold WS, ns | std cells |
|---|---|---|---|---|---|
| 2_1_floorplan | - | 0.458 | 0 | 0.452 | 33 |
| 3_3_place_gp | 14.3 | 0.638 | -0.279 | 0.576 | 91 |
| 3_5_place_dp | 14.3 | 0.655 | -0.368 | 0.576 | 91 |
| 4_1_cts | 15.0 | 0.771 | 0 | 0.594 | 94 |
| 5_1_grt | 15.5 | 0.863 | 0 | 0.585 | 95 |
| 6_report | 15.5 | 0.786 | 0 | 0.543 | 95 |
[kinds of logic after synthesis]
logic type	share of synthesized area, %
compound gates	23.2
xor+xnor	5.41
simple gates	21.2
buf+inv	1.16
mux	10.4
fa+ha+maj	13.9
flops	24.7
[per-layer routing]
layer  vias up  wire length, um  share of wire [%]  track usage, %
li1        159                -                  -               -
met1       138              418                 51            4.24
met2        14              293                 35            2.57
met3         0              114                 14            2.39
met4         0                0                  0           0.352
met5         -                0                  0               0
[cells in the mapped netlist]
cell type / instances
sky130_fd_sc_hd__a211oi_1: 2
sky130_fd_sc_hd__mux2i_2: 1
sky130_fd_sc_hd__fa_1: 1
sky130_fd_sc_hd__or4_1: 1
sky130_fd_sc_hd__a21o_2: 1
sky130_fd_sc_hd__nand3_1: 1
sky130_fd_sc_hd__a21oi_1: 3
sky130_fd_sc_hd__mux2i_1: 2
sky130_fd_sc_hd__o21ai_0: 1
sky130_fd_sc_hd__nor3_4: 1
sky130_fd_sc_hd__dfxtp_1: 4
sky130_fd_sc_hd__inv_1: 1
sky130_fd_sc_hd__nand4_1: 2
sky130_fd_sc_hd__ha_1: 2
sky130_fd_sc_hd__o211ai_4: 1
sky130_fd_sc_hd__or2_1: 1
sky130_fd_sc_hd__xnor2_1: 2
sky130_fd_sc_hd__nand2b_1: 1
sky130_fd_sc_hd__nor2_1: 4
sky130_fd_sc_hd__a21bo_1: 1
[area by class of cell]
type                       count  share of cell area, %
multi-input combinational     28                   45.5
tap                           46                   10.9
sequential                     4                   15.9
clock buffer                   3                   4.27
timing repair buffer          13                   22.7
inverter                       1                  0.711
[timing repair]
item	in CTS	in global routing
resized	0	5
endpoints found under the setup margin	0	1
hold buffers	0	0
setup buffers	0	1
[power breakdown]
part           switching, mW  internal (mW)  total (mW)
logic                  0.205          0.287       0.492
registers             0.0571          0.130       0.187
clock network         0.0364         0.0708       0.107
total                  0.299          0.488       0.786
[critical path, cell delays in order, from the launching register on]
cell and delay [ns]:
sky130_fd_sc_hd__dfxtp_1 0.32, sky130_fd_sc_hd__nor3_4 0.25, sky130_fd_sc_hd__o211ai_4 0.12, sky130_fd_sc_hd__ha_1 0.31, sky130_fd_sc_hd__a21o_2 0.14, sky130_fd_sc_hd__a21oi_1 0.07
sky130_fd_sc_hd__or4_1 0.41, sky130_fd_sc_hd__nand4_1 0.08
No activity file was given, so power comes from the tool's default toggle rates.
